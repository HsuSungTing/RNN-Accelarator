### design/flow/config.mk
export PLATFORM = sky130hd
export DESIGN_NAME = MUT
export DESIGN_NICKNAME = MUT
export VERILOG_FILES = /design/flow/design.v
export SDC_FILE = /design/flow/constraint.sdc
export NUM_CORES = 4
export LEC_CHECK = 1
export CORE_UTILIZATION = 40
### design/flow/constraint.sdc
current_design MUT

set clk_period 19.9
set clk_io_pct 0.2

create_clock -name clk0 -period $clk_period

set non_clock_inputs [all_inputs -no_clocks]
set_input_delay [expr $clk_period * $clk_io_pct] -clock clk0 $non_clock_inputs
set_output_delay [expr $clk_period * $clk_io_pct] -clock clk0 [all_outputs]
### design/flow/design.v
module MUT(FP_A,FP_B,FP_out);
    input  [31:0]FP_A,FP_B;
    output [31:0]FP_out;
    wire sign_A,sign_B;
    reg sign_out;
    wire [7:0]exp_A,exp_B,exp_out;
    wire [23:0]frac_A,frac_B;
    wire [22:0]frac_out; 
    wire [47:0]frac_AXB;
    assign exp_A=FP_A[30:23];  
    assign exp_B=FP_B[30:23];  
    assign sign_A=FP_A[31];   assign sign_B=FP_B[31];
    always@(*)begin
        if(sign_A==sign_B)sign_out=1'b0;
        else sign_out=1'b1;
    end
    assign frac_A={1'b1,FP_A[22:0]};assign frac_B={1'b1,FP_B[22:0]};
    assign frac_AXB=frac_A*frac_B;
    always@(*)begin
        if(frac_AXB[47]==1'b1)frac_out=frac_AXB[46:24]; 
        else frac_out=frac_AXB[45:23]; 
    end
    always@(*)begin
        if(frac_AXB[47]==1'b1)exp_out=exp_A+exp_B-8'd127+8'd1; 
        else exp_out=exp_A+exp_B-8'd127; 
    end
    assign FP_out={sign_out,exp_out,frac_out};
endmodule
### design/flow/run.sh
#!/bin/bash
# OpenROAD 26Q1-2900-gdf79404cd8, Yosys 0.63+post, stock flow scripts
make -C /OpenROAD-flow-scripts/flow DESIGN_CONFIG=/design/flow/config.mk WORK_HOME=/design/flow/orfs finish
==> results.json <==
{
  "clock_buffers": 0,
  "routedWlPerCell_um": 17.5,
  "grt_pass1_vias": 14700,
  "yosysUniqueCellTypes": 60,
  "hold_slack_ps": 8880,
  "netlist_instances": 2151,
  "fin_setup_tns_ps": 0,
  "mux_share_pct": 1.36,
  "synth.avg_cell_area_um2": 8.84,
  "flop-count": 0,
  "grt_max_degree": 36,
  "regArea_um2": 0,
  "fp_util_pct": 40.7,
  "antenna_found_initial": 0,
  "core_mm2": 0.0468,
  "max_freq_mhz": 60.3,
  "warnings": 33,
  "grt_pass1_wl_mm": 80.2,
  "critPathRequiredTime_ps": 15920,
  "critPathMaxFanout": 35,
  "hold_depth": 3,
  "setup_viol": 0,
  "post-cts-setup-buffers": 0,
  "worstSetupPathType": "in2out",
  "viasPerCell": 4.90,
  "dieArea_mm2": 0.0484,
  "dp_slack_ps": 3310,
  "yosysTopAreaCell": "fa_1",
  "aoi_share_pct": 4.42,
  "synth.yosys.seq_area_share_pct": 0,
  "grt_usage_pct": 23.2,
  "globalplace.congestion": 1.00,
  "fin_util_pct": 44.2,
  "slew_viol_final": 0,
  "dp_hpwl_mm": 38.5,
  "antenna_cells": 0,
  "area_delta_synth_final_pct": 8.79,
  "ant_nets": 0,
  "yosysWarnings": 5,
  "hold_path_class": "in2out",
  "wl_mm": 49.0,
  "synth_area_mm2": 0.0190,
  "status": "finished, final reports clean",
  "ys_sh_simple_pct": 15.8,
  "end_kind": "primary output",
  "dr_total_vias": 13700,
  "max_cap_violations": 0,
  "critPathArrivalTime_ps": 12600,
  "drc": 0,
  "io_pins": 96,
  "die_w_um": 220,
  "drt_iter0_markers": 474,
  "synth.logic.top_family": "adder cells",
  "top_area_share_pct": 50.7,
  "num_rows": 79,
  "area_leaders": "fa_1, ha_1, inv_1, and2_1, nand2_1",
  "yosys_area_mm2": 0.0190,
  "fin_ws_ps": 3320,
  "worst_pin_slew_ps": 755,
  "adder_share_pct": 62.8,
  "numPortBuffers": 96,
  "rsz0062_at_grt": "no",
  "hold_viol": 0,
  "relSlewSlack_pct": 49.1,
  "post_cts_resized": 0,
  "start_kind": "input port",
  "final_layout_size_suffix_gt1_share_pct": 3.05,
  "cts_hold_buf": 0,
  "xor_share_pct": 1.93,
  "fin_crit_sh_pct": 83.3,
  "layout_min_cycle_time_ps": 16580,
  "overflow": 0,
  "die_y_um": 220,
  "ys_cells": 2151,
  "dr.pass1.iters": 20
}
[logic make-up after synthesis]
family	Yosys count
compound gates	125
mux	20
fa+ha+maj	665
buf+inv	691
xor+xnor	42
simple gates	608
[stage by stage]
step / instances / instance area (µm²)
after global placement: 2802 / 20700
after global routing: 2802 / 20700
after detailed placement: 2802 / 20700
final: 2802 / 20700
after CTS: 2802 / 20700
after floorplan: 2151 / 19000
[Yosys cell counts (2+ instances only)]
master,number
and3_1,4
buf_6,2
a41oi_1,2
a21o_1,28
a21boi_0,2
clkbuf_1,92
mux2_4,10
mux2_1,4
mux2_2,2
inv_1,592
o21a_1,4
and2_1,238
nor3_1,2
a21oi_1,40
nand4_1,7
ha_1,183
a31oi_1,4
mux2i_1,4
o211ai_1,2
o21ai_0,20
nand2_1,288
fa_1,482
o21bai_1,5
xnor2_1,25
nor2_1,49
clkinv_1,2
xor2_1,17
and4_1,2
buf_4,2
o31ai_1,2
nand3_1,3
nand2b_1,4
[path summary, 6_finish.rpt]
kind,start,end,slack (ps)
max,FP_B[0],FP_out[30],3320
min,FP_A[31],FP_out[31],8880
[layout make-up]
type                            instances  area (µm²)
Fill cell                            4475       26100
Inverter                              594        2230
Multi-Input combinational cell       1460       16400
Tap cell                              607         759
Timing Repair Buffer                  141        1300
[cells in the final DEF, fill, tap and decap left out, drive strengths merged, types with 3 or more instances in the layout]
cell type	instances
ha	183
o21a	4
nand3	4
mux2	16
nor2	49
buf	45
a21oi	41
xor2	17
a31oi	5
nand2	288
inv	592
nand4	7
nor3	3
nand2b	4
xnor2	25
mux2i	4
and2	238
o21ai	21
fa	482
a21o	28
o21bai	5
clkdlybuf4s50	96
and3	4
[worst max-delay path: stages]
cell and delay [ps]:
clkdlybuf4s50_1 910, inv_1 370, fa_1 610, inv_1 50, fa_1 520, inv_1 50
fa_1 460, fa_1 560, inv_1 60, fa_1 480, fa_1 510, inv_1 50
fa_1 480, inv_1 40, ha_1 340, a21oi_1 340, o21bai_1 190, a221oi_2 310
o22ai_1 130, a31oi_2 290, a21oi_4 120, or4_4 510, nand3_4 410, nor3_1 140
xnor2_1 180, clkdlybuf4s50_1 480
[layer usage]
| layer | wire, µm | GRT usage [%] |
|---|---|---|
| met5 | 0 | 0 |
| met1 | 19600 | 31.7 |
| met3 | 5310 | 10.1 |
| met2 | 23400 | 36.7 |
| met4 | 663 | 2.46 |
